File: ./config.mk
export PLATFORM = sky130hd
export DESIGN_NAME = async_fifo
export DESIGN_NICKNAME = async_fifo
export VERILOG_FILES = /design/flow/design.v
export SDC_FILE = /design/flow/constraint.sdc
export NUM_CORES = 4
export LEC_CHECK = 1
export CORE_UTILIZATION = 40
export SYNTH_MEMORY_MAX_BITS = 65536
File: ./constraint.sdc
current_design async_fifo

set clk_period 1626.2
set clk_io_pct 0.2

create_clock -name clk0 -period $clk_period [get_ports {rclk}]
create_clock -name clk1 -period $clk_period [get_ports {wclk}]

set non_clock_inputs [all_inputs -no_clocks]
set_input_delay [expr $clk_period * $clk_io_pct] -clock clk0 $non_clock_inputs
set_output_delay [expr $clk_period * $clk_io_pct] -clock clk0 [all_outputs]
File: ./design.v
module async_fifo #(
    parameter DATA_WIDTH = 32,
    parameter ADDR_WIDTH = 8  
)(
    input  wire                  wclk,
    input  wire                  rclk,
    input  wire                  rst_n,
    input  wire                  wr_en,
    input  wire                  rd_en,
    input  wire [DATA_WIDTH-1:0] wdata,
    output wire [DATA_WIDTH-1:0] rdata,
    output wire                  wfull,
    output wire                  rempty
);
    reg [ADDR_WIDTH-1:0] wr_ptr_bin = 0, wr_ptr_gray = 0;
    reg [ADDR_WIDTH-1:0] rd_ptr_bin = 0, rd_ptr_gray = 0;
    reg [ADDR_WIDTH-1:0] wr_ptr_gray_rdclk1 = 0, wr_ptr_gray_rdclk2 = 0;
    reg [ADDR_WIDTH-1:0] rd_ptr_gray_wrclk1 = 0, rd_ptr_gray_wrclk2 = 0;
    reg [DATA_WIDTH-1:0] mem [0:(1<<ADDR_WIDTH)-1];
    function [ADDR_WIDTH-1:0] bin2gray(input [ADDR_WIDTH-1:0] bin);
        bin2gray = bin ^ (bin >> 1);
    endfunction
    function [ADDR_WIDTH-1:0] gray2bin(input [ADDR_WIDTH-1:0] gray);
        integer i;
        begin
            gray2bin[ADDR_WIDTH-1] = gray[ADDR_WIDTH-1];
            for (i = ADDR_WIDTH-2; i >= 0; i=i-1)
                gray2bin[i] = gray2bin[i+1] ^ gray[i];
        end
    endfunction
    always @(posedge wclk or negedge rst_n) begin
        if (!rst_n)
            wr_ptr_bin <= 0;
        else if (wr_en && !wfull)
            wr_ptr_bin <= wr_ptr_bin + 1;
    end
    always @(posedge wclk) begin
        wr_ptr_gray <= bin2gray(wr_ptr_bin);
    end
    always @(posedge rclk or negedge rst_n) begin
        if (!rst_n)
            rd_ptr_bin <= 0;
        else if (rd_en && !rempty)
            rd_ptr_bin <= rd_ptr_bin + 1;
    end
    always @(posedge rclk) begin
        rd_ptr_gray <= bin2gray(rd_ptr_bin);
    end
    always @(posedge rclk or negedge rst_n) begin
        if (!rst_n) begin
            wr_ptr_gray_rdclk1 <= 0;
            wr_ptr_gray_rdclk2 <= 0;
        end else begin
            wr_ptr_gray_rdclk1 <= wr_ptr_gray;
            wr_ptr_gray_rdclk2 <= wr_ptr_gray_rdclk1;
        end
    end
    always @(posedge wclk or negedge rst_n) begin
        if (!rst_n) begin
            rd_ptr_gray_wrclk1 <= 0;
            rd_ptr_gray_wrclk2 <= 0;
        end else begin
            rd_ptr_gray_wrclk1 <= rd_ptr_gray;
            rd_ptr_gray_wrclk2 <= rd_ptr_gray_wrclk1;
        end
    end
    assign wfull  = (bin2gray(wr_ptr_bin + 1) == {~rd_ptr_gray_wrclk2[ADDR_WIDTH-1:ADDR_WIDTH-2], rd_ptr_gray_wrclk2[ADDR_WIDTH-3:0]});
    assign rempty = (rd_ptr_gray == wr_ptr_gray_rdclk2);
    always @(posedge wclk) begin
        if (wr_en && !wfull)
            mem[wr_ptr_bin] <= wdata;
    end
    assign rdata = mem[rd_ptr_bin];
endmodule
File: ./run.sh
#!/bin/bash
# OpenROAD 26Q1-2900-gdf79404cd8, Yosys 0.63+post, stock flow scripts
make -C /OpenROAD-flow-scripts/flow DESIGN_CONFIG=/design/flow/config.mk WORK_HOME=/design/flow/orfs finish
==> notes.md <==
Summary of implementation figures.

STA
The count of endpoints failing hold in the final timing report is 0. The transition time recorded at the tightest slew-check pin is 1.54 ns. In the final report, the number of endpoints failing setup comes to 0. The max-slew violation count is 4.

The relative slew slack is -2.97%. In the final run the clock tree shows a worst skew of 0.103 ns. The total negative slack for setup checks is 0 ns. The worst hold margin is 0.347 ns. Setup repair after global routing left no endpoint under its margin. The final timing report gives a worst setup slack of 1291.21 ns.

Synthesis
The proportion of synthesized chip area in sequential cells is 78.3%. Post-synth the commonest register cell is edfxtp_1. The area fraction of the dominant cell type after synthesis is 77.8%. The proportion of synthesized flip-flops having asynchronous set or reset is 0.581%. The number of warnings reported in the yosys synthesis log is 1. The cell area that synthesis handed to floorplanning was 0.316 mm^2. The post-synthesis sequential element count is 8256. The stat command in Yosys gives a chip area of 0.316 mm^2.

Per the post-synthesis stats, the area per cell is 21.8 um^2. The most frequently used cell type in the post-synthesis netlist is edfxtp_1. The count of distinct cell types in the synthesized netlist is 57. The main area contributors are edfxtp_1, mux4_2, mux2i_1. Counting flops with a built-in enable in the synthesized netlist gives 8192. Synthesis handed over a netlist of 14500 instances.

Ranked by instance count, the synthesized netlist is headed by edfxtp_1, mux4_2, mux2i_1. In the Yosys report the total cell count is 14500. The cell taking the most area after synthesis is edfxtp_1.

Critical path
The report lists the cells along the critical path as buf_12, buf_4, buf_4, buf_4, buf_4, buf_4, mux2i_1, o221ai_1, o32ai_1, buf_4, nor4_1, nand4_1, buf_4, nor4_2, clkdlybuf4s50_1. Looking at the critical path, the single cell with the biggest stage delay is nor4_2. The internal reg-to-reg setup slack is 1620.05 ns.

Counting stages on the worst path, the most repeated cell is buf_4. The total number of cells along the worst setup path is 15. The critical path endpoint category is an output port.

The data required time of the worst path is 1300.96 ns. The biggest fanout along the worst timing path is 66. The launch point of the worst register-to-register path is recorded as wr_ptr_bin[2]. The timing report gives the biggest stage delay along the critical path as 1.25 ns. The worst register-to-register path has a depth of 12. Data on the critical path arrives at its endpoint at 9.75 ns.

The type of the worst setup path is flop to output port. STA classifies the critical path startpoint as a flop. The endpoint identified for the worst register-to-register timing path is mem[110][12]. The family of cells with the greatest summed delay on the critical path is buffers and inverters.

The timing report notes that buffer and inverter cells on the critical path total 9.

Final layout
The register area is 0.248 mm^2. The fraction of final layout cells with drive strength greater than 1 is 26.0%. The multi-input combinational cells in the finished layout cover a total of 0.0663 mm^2. The filler cell count is 64400.

Leaving out filler cells and counting taps, the final layout contains 26700. The area growth from synthesis to layout is 14.4%.

Placed design
The worst setup slack before clock tree synthesis is 1292.02 ns. The count of port buffers added during placement is 69. Detailed placement finished with a half-perimeter wire length of 556000 um. The global placement routability congestion is 0.905. The number of placed instances, taps included, is 25200.

Detailed routing
The count of nets left with antenna violations after detail routing is 0. The DRC marker count from the first detailed-route iteration is 11500. For this run, the detailed router's first-pass iteration total came to 6. The detail-routed net length per standard cell is 35.6 um. The routed layout has 157000 vias. In the routed layout, each cell is associated on average with a via count of 5.88. The total DRC errors in the routed layout is 0. The detailed router reported a total wirelength of 951000 um.

GRT
Entering global routing, the biggest net connects 128 pins. The met1 capacity usage during global routing is 28.3%. The global-route wire length before repair is 1320000 um. The via count of the first global-routing pass came to 170000. The met2 track utilization from global routing is 36.2%. The fraction of met3 tracks used by global routing is 24.3%. The total global routing overflow is 0. The most crowded layer after global routing is met2. The number of antenna violations at the first check in global routing is 43.

Across every metal layer, demand over resource in global routing totals 26.3%.

Die
The total area inside the core boundary comes to 0.788 mm^2. The floorplan report gives the top-level pin count as 71. The horizontal die dimension reported for this design is 891 um. In this run the vertical extent of the chip is 891 um. For this configuration, the core starts out at a cell density of 40.1%.

According to the floorplan log, the row count is 326. The area of the die is 0.794 mm^2.

Power and ir drop
The leakage dissipation is 0.114 uW. The maximum vdd drop is 0.00000152 V. The total power density per cell area is 1.67 mW/mm^2. The total power draw is 605 uW.

Flow run
The number of max-capacitance violations reported is 3. The tool warning count for the run is 50.

Clock network
Post-CTS timing repair inserted 0 buffers for setup. The clock transition time at the flip-flop clock pins of the worst setup and hold paths is 0.05 ns. The CTS tree is built. After clock tree synthesis, the repair step resized 0 gates.

The hold-fix buffer count after cts is 16. TritonCTS reports the number of clock sinks as 8256.

Outcome
The final reports fail on capacitance limit, slew limit. The run finished, with violations left.

Min path
The worst hold-check path type is flop to flop. The endpoint of the worst hold-timing path is wr_ptr_gray_rdclk2[5]. The count of cells along the worst hold path is 0. In this run the most critical hold path is launched from wr_ptr_gray_rdclk1[5].
[layer usage]
layer	vias to the layer above	wire length, um	part of all wire, %
li1	63900	-	-
met1	79300	272000	29
met2	12000	424000	45
met3	1772	202000	21
met4	60	51200	5.4
met5	-	1760	0.18
[stage by stage]
step	area [um^2]	utilization, %
floorplan	316000	-
global placement	336000	42.6
detailed placement	336000	42.6
CTS	362000	45.9
global route	362000	45.9
finish	362000	45.9
[state kept, by name, summed over array words and instances, names as in the netlist]
| register | count |
|---|---|
| wr_ptr_gray_rdclk2 | 8 |
| rd_ptr_bin | 8 |
| rd_ptr_gray_wrclk2 | 8 |
| wr_ptr_gray | 8 |
| rd_ptr_gray_wrclk1 | 8 |
| wr_ptr_bin | 8 |
| wr_ptr_gray_rdclk1 | 8 |
| rd_ptr_gray | 8 |
| mem | 8192 |
[area by class of cell]
type	count	share of cell area, %
sequential	8256	68.4
multi-input combinational	5348	18.3
clock buffer	1008	5.93
tap	10500	3.63
timing repair buffer	1069	2.42
clock inverter	482	1.23
antenna	35	0.0242
inverter	12	0.0166
[cells in the final DEF (no fill, tap or decap), types with 28 or more instances in the layout]
master	netlist	final
mux4_2	1635	1635
nand3_1	42	42
bufinv_16	0	61
nand2_1	357	338
buf_12	0	28
buf_8	0	32
nor3_1	325	116
clkinv_2	0	143
mux2_2	37	37
nor3_2	0	209
clkinv_1	0	204
buf_4	107	953
a32o_1	31	31
and3_2	0	48
o32ai_1	33	31
a31oi_1	99	95
dfrtp_1	48	42
o22ai_1	196	196
a211oi_1	61	45
clkbuf_1	408	177
o221ai_1	381	381
nand4_1	35	35
clkdlybuf4s50_1	0	36
nor2_1	58	54
diode_2	0	35
edfxtp_1	8192	8192
clkbuf_16	0	830
a22oi_1	160	160
a21oi_1	270	268
o21ai_0	133	129
nor4_1	74	40
mux2i_1	1117	1117
nor4_2	0	28
[cell families after synthesis]
| family | Yosys count | synth area share (%) |
|---|---|---|
| xor+xnor | 32 | 0.110 |
| flops | 8256 | 78.3 |
| mux | 2789 | 15.3 |
| buf+inv | 907 | 1.37 |
| compound gates | 1467 | 3.26 |
| simple gates | 1035 | 1.58 |
| fa+ha+maj | 25 | 0.0989 |
[power by group]
group / leakage (uW) / switching, uW / internal (uW)
clock network: 0.0126 / 80.7 / 103
logic: 0.0272 / 113 / 68.6
registers: 0.0743 / 1.82 / 237
[worst reg2reg max path: stages (launching register included)]
cell     delay (ns)
dfrtp_1        0.48
ha_1           0.55
and3_1         0.31
xnor3_1        0.24
or3_1          0.39
a21o_1         0.24
o21ai_4        0.86
buf_4          0.68
buf_4          0.69
buf_4          0.66
nor3_2         0.13
buf_4          0.25
buf_4          0.35
[how the worst max path moves through the flow]
| stage | from | end |
|---|---|---|
| 4_1_cts | rd_ptr_bin[0] | rdata[5] |
| 5_1_grt | rd_ptr_bin[0] | rdata[5] |
| 6_report | rd_ptr_bin[0] | rdata[5] |
Power is estimated from default activity; no workload was simulated.
